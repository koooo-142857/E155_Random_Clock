### config.mk
export PLATFORM = sky130hd
export DESIGN_NAME = clock_spi
export DESIGN_NICKNAME = clock_spi
export VERILOG_FILES = /design/flow/design.v
export SDC_FILE = /design/flow/constraint.sdc
export NUM_CORES = 4
export LEC_CHECK = 1
export CORE_UTILIZATION = 40
### run.sh
#!/bin/bash
# OpenROAD 26Q1-2900-gdf79404cd8, Yosys 0.63+post, stock flow scripts
make -C /OpenROAD-flow-scripts/flow DESIGN_CONFIG=/design/flow/config.mk WORK_HOME=/design/flow/orfs finish
### design.v
module top(input logic reset,sck,sdi,
	output logic neopixels,
	output logic [4:0] en,
	output logic [7:0] segDisplay); 
	logic clk;
	logic [95:0] clock_num;
	logic [3:0] num1,num2,num3,num4,num5,num6,num7,num8,num9,num10,num11,num12;
	HSOSC hf_osc(.CLKHFPU(1'b1),.CLKHFEN(1'b1),.CLKHF(clk)); 
	clock_spi CLOCK_SPI(sck,sdi,reset,clock_num);
	bit_rearrange BIT_REARRANGE(clock_num,num1,num2,num3,num4,num5,num6,num7,num8,num9,num10,num11,num12);
	num_distribute NUM_DISTRIBUTE(clk,reset,neopixels,en,segDisplay,num1,num2,num3,num4,num5,num6,num7,num8,num9,num10,num11,num12);
endmodule
module num_distribute(
	input logic clk,reset,
	output logic out,
	output logic [4:0] en,
	output logic [7:0] segDisplay,
	input logic [3:0] num1,num2,num3,num4,num5,num6,num7,num8,num9,num10,num11,num12
	); 
	logic clk_100Hz; 
	logic clk_slooooow;
	logic [3:0] numToDisplay;
	always_comb begin 
		case (en)
			5'b00000: numToDisplay = num10 % 10;
			5'b00001: begin 
						if (num10 > 9) numToDisplay = 1'b1;
						else numToDisplay = 0;
					  end
			5'b00010: numToDisplay = num9 % 10;
			5'b00011: begin 
						if (num9 > 9) numToDisplay = 1'b1;
						else numToDisplay = 0;
					  end
			5'b00100: numToDisplay = num8 % 10;
			5'b00101: begin 
						if (num8 > 9) numToDisplay = 1'b1;
						else numToDisplay = 0;
					  end
			5'b00110: numToDisplay = num7 % 10;
			5'b00111: begin 
						if (num7 > 9) numToDisplay = 1'b1;
						else numToDisplay = 0;
					  end
			5'b01000: numToDisplay = num6 % 10;
			5'b01001: begin 
						if (num6 > 9) numToDisplay = 1'b1;
						else numToDisplay = 0;
					  end
			5'b01010: numToDisplay = num5 % 10;
			5'b01011: begin 
						if (num5 > 9) numToDisplay = 1'b1;
						else numToDisplay = 0;
					  end
			5'b01100: numToDisplay = num4 % 10;
			5'b01101: begin 
						if (num4 > 9) numToDisplay = 1'b1;
						else numToDisplay = 0;
					  end
			5'b01110: numToDisplay = num3 % 10;
			5'b01111: begin 
						if (num3 > 9) numToDisplay = 1'b1;
						else numToDisplay = 0;
					  end
			5'b10000: numToDisplay = num2 % 10;
			5'b10001: begin 
						if (num2 > 9) numToDisplay = 1'b1;
						else numToDisplay = 0;
					  end
			5'b10010: numToDisplay = num1 % 10;
			5'b10011: begin 
						if (num1 > 9) numToDisplay = 1'b1;
						else numToDisplay = 0;
					  end
			5'b10100: numToDisplay = num12 % 10;
			5'b10101: begin 
						if (num12 > 9) numToDisplay = 1'b1;
						else numToDisplay = 0;
					  end
			5'b10110: numToDisplay = num11 % 10;
			5'b10111: begin 
						if (num11 > 9) numToDisplay = 1'b1;
						else numToDisplay = 0;
					  end
			default: numToDisplay = 0;
		endcase	
	end
	slow_clock slow1(clk, clk_100Hz);   
	en_rotate enables(clk_100Hz, en);  
	display_digit displayTemp(numToDisplay, segDisplay);
	neopixels neos(reset,clk, out);    
endmodule
module slow_clock(
	input logic clk,
	output logic s
	);
	logic [20:0] counter;  
	logic [20:0] nextCount;  
	logic 		nexts;   
	always_comb begin
		if(counter ==  7040)  begin  
			if (s == 0) nexts = 1;
			else nexts = 0;
			nextCount = 20'b000_0000_0000_0000_0000;  
		end else begin
			nextCount = counter + 1'b1;
			nexts = s;
		end
	end
	always_ff @(posedge clk) begin
		counter <= nextCount;
		s <= nexts;
	end
endmodule
module en_rotate(
	input logic clk,
	output logic [4:0] enable
	);
	logic [4:0] next_count;
	always_comb begin
		if(enable >= 23)  next_count = 0;
		else begin
			next_count = enable + 1;
		end
	end
	always_ff @(posedge clk) begin
		enable <= next_count;
	end
	endmodule
module display_digit(
	input logic [3:0] num,   
	output logic [7:0] display  
);
	logic [3:0] binary_number;
	always_comb begin
		binary_number = num;
	end
	always_comb
		case(binary_number)   
			0: display 	 = 	~8'b0111_1110;
			1: display 	 = 	~8'b0011_0000;
			2: display 	 = 	~8'b1110_1101;
			3: display 	 = 	~8'b0111_1001;
			4: display 	 = 	~8'b0011_0011;
			5: display 	 = 	~8'b1101_1011;
			6: display 	 = 	~8'b1101_1111;
			7: display 	 = 	~8'b0111_0000;
			8: display 	 = 	~8'b0111_1111;
			9: display 	 = 	~8'b1111_0011;
			10: display  = 	~8'b0111_0111;
			11: display  = 	~8'b0001_1111;
			12: display  = 	~8'b0000_1101;
			13: display  = 	~8'b0011_1101;
			14: display  =  ~8'b0100_1111;
			15: display  =  ~8'b0100_0111;
			default: display = ~8'b000_0001;
		endcase
endmodule
module Low_Encoder(input logic clk,reset,output logic low_out);
	logic [5:0] counter = 0;
	always_ff @(posedge clk,posedge reset)
		begin
			if (reset) counter <= 0; 
		    else if (counter == 59) counter<=0;
			else counter <= counter + 1;
		end
	assign low_out = (counter < 20);
endmodule
module High_Encoder(input logic clk,reset,output logic high_out);
	logic [5:0] counter = 0;
	always_ff @(posedge clk,posedge reset)
		begin
			if (reset) counter <= 0; 
		    else if (counter == 59) counter<=0;
			else counter <= counter + 1;
end
	assign high_out = (counter < 40);
endmodule
module mux2 (input logic d0,
			 input logic d1,
			 input logic S,
			 output logic Y);
	assign Y = S ? d1:d0;
endmodule
module neopixels(input logic reset, input logic int_osc, output logic out);
	logic high,low,color,almost,neo_control;  
	High_Encoder High(int_osc,reset,high);
	Low_Encoder Low(int_osc,reset,low);
	Color_encoderG Red(int_osc,reset,color);  
	mux2 MUX2(low,high,color,almost);	
	RST_control rst_control(int_osc,reset,neo_control);  
	assign out = (neo_control & almost); 
endmodule
module Color_encoderG(input logic clk,reset,output logic color); 
	logic [11:0] counter = 0;
	always_ff @(posedge clk,posedge reset)
		begin
			if (reset) counter <= 0; 
		    else if (counter == 1439) counter<=0;
			else counter <= counter + 1;
		end
	assign color = (counter<480);
endmodule
module RST_control(input logic clk,reset,output logic reset_control); 
	logic [24:0] counter = 0;
	always_ff @(posedge clk,posedge reset)
		begin
			if (reset) counter <= 0; 
		    else if (counter == 3686403) counter<=0;  
			else counter <= counter + 1;
		end
	assign reset_control = (counter < 3683520);  
endmodule
module clock_spi(input logic sck,sdi,reset,
	output logic [95:0] clock_num);
	always_ff @(posedge sck)
		if (reset) clock_num = 0;
		else clock_num = {clock_num[94:0],sdi};
endmodule
module bit_rearrange(input logic [95:0] clock_num,output logic [3:0] num1,num2,num3,num4,num5,num6,num7,num8,num9,num10,num11,num12); 
	assign num1 = clock_num[91:88];
	assign num2 = clock_num[83:80];
	assign num3 = clock_num[75:72];
	assign num4 = clock_num[67:64];
	assign num5 = clock_num[59:56];
	assign num6 = clock_num[51:48];
	assign num7 = clock_num[43:40];
	assign num8 = clock_num[35:32];
	assign num9 = clock_num[27:24];
	assign num10 = clock_num[19:16];
	assign num11 = clock_num[11:8];
	assign num12 = clock_num[3:0];
endmodule
### constraint.sdc
current_design clock_spi

set clk_period 1.0
set clk_io_pct 0.2

create_clock -name clk0 -period $clk_period [get_ports {sck}]

set non_clock_inputs [all_inputs -no_clocks]
set_input_delay [expr $clk_period * $clk_io_pct] -clock clk0 $non_clock_inputs
set_output_delay [expr $clk_period * $clk_io_pct] -clock clk0 [all_outputs]
==> reports/metrics.cfg <==
[timing]
finalSetupViolations=0
fin_skew_ns=0.00630
grt_setup_unrepaired=yes
slew_headroom_pct=87.6
drv_slew=0
tightest_slew_ns=0.186
setup_slack_ns=0.0132
finalHoldViolCount=0
fin_crit_ns=0.987
fmax_ghz=1.01
fin_crit_sh_pct=98.7

[min_path]
min_to=clock_num[64]
hold_depth=3
hold_class=input port to flop
min-delay-start=reset

[logic_synthesis]
area_leaders=dfxtp_1 74%, nor2b_1 23%, buf_6 1.7%
netlist_top_cells_count=96 x dfxtp_1, 96 x nor2b_1, 5 x buf_2, 4 x buf_6, 1 x buf_4
synth_top_area_share_pct=73.9
synth_area_um2=2600
edf_count=0
yosys_warnings=1
yosysChipArea_um2=2600
ys_seq_elements=96
synth_cell_types=5
avgSynthCellArea_um2=12.9
top_area_cell=dfxtp_1
ys.flop_type=dfxtp_1
yosys-stat-cells=202
syn_inst=202
synthArstFlopShare_pct=0
yosysSeqAreaShare_pct=73.9

[clocking]
clkTransAtPathRegs_ns=0.09
h-tree-depth=3
cts_buffers=9
cts_buffer_depth=2
cts.sinks=96
clock_latency_ns=0.34
root_buffer=clkbuf_8
cts_tree=done
cts_hold_buf=0

[floorplanning]
rows=29
dieArea_um2=6830
pin_count=99
die_y_um=82.6
die-width_um=82.6
fp_util_pct=41.2
coreArea_um2=6310

[critical_path]
worst_path_largest_cell_delay_ns=0.36
cp_slowest_cell=dfxtp_2
critPathBufInv=1
critical-path-top-delay-family=flip-flops
cp.required_ns=0.80
r2r-end=clock_num[15]
reg2reg_slack_ns=0.33
critical_path_class=flop to output pin
worstPathArrival_ns=0.79
cp-start-kind=flop
worstPathMaxFanout=2
rr_startpoint=clock_num[14]
crit_path_end_kind=output pin
reg2reg_depth=2
crit_chain=buf_2

[route]
drt_iter0_markers=28
firstDrtPassIters=2
vias=1624
viasPerCell=4.16
wirelength_um=4630
drtAntennaViolNets=0
wl_per_cell_um=11.9
route.detailed.drc=0
diodes=0

[placement]
hpwl_um=2930
io_buffers=98
dp_slack_ns=-0.0155
gp_congestion=0.727

[flow_run]
warnings=27
drv_cap=0

[power_and_ir_drop]
power.switching_mw=1.30
p_total_mw=6.52
intPower_mw=5.21
irDropWorstVdd_mv=1.02
leakage_nw=1.74
clkPwrFrac_pct=39.9
switching_share_pct=20.0
power_frac_seq_pct=58.7
power_density_nw_per_um2=1840
p_comb_share_pct=1.4

[final_layout]
largest_reg_flops=96
drive_above_1_share_pct=69.0
syn_to_final_growth_pct=35.9

[grt]
grt_util_all_layers_pct=13.8
grt_pass1_vias=1460
antenna_found_initial=0
grt_max_degree=46
grt_pass1_wl_um=6880
globalRouteOverflowTotal=0

[run_status]
outcome=finished, final reports clean

power groups by stage:
stage	Clock [mW]	Sequential (mW)	Combinational [mW]
4_1_cts	2.70	3.82	0.0944
5_1_grt	2.85	3.83	0.103
6_report	2.60	3.82	0.0913
cell usage in the layout (no fill, tap or decap):
cell | synthesis | layout
bufinv_16 | 0 | 1
buf_2 | 5 | 96
nor2b_1 | 96 | 96
dfxtp_2 | 0 | 96
clkinv_4 | 0 | 1
buf_12 | 0 | 2
buf_6 | 4 | 1
clkinvlp_4 | 0 | 1
clkdlybuf4s50_1 | 0 | 1
buf_4 | 1 | 5
clkbuf_8 | 0 | 12
clkinv_2 | 0 | 1
metrics by stage:
stage	instances	setup TNS [ns]	hold slack (ns)	area (µm²)	utilization (%)
after CTS	389	-0.0112	0.272	3520	55.7
after floorplan	202	0	0.328	2600	-
after global routing	390	-0.646	0.299	3530	56.0
final	390	0	0.289	3530	56.0
after detailed placement	370	-0.0180	0.451	3640	57.7
after global placement	370	-0.0384	0.443	3640	57.7
cell families after synthesis:
group                  after synthesis  synth area share [%]
buffers and inverters               10                  2.98
flip-flops                          96                  73.9
AND/OR/NAND/NOR                     96                  23.1
area by class of cell:
cell class | instances | area (µm²)
Fill cell | 562 | 2780
Sequential cell | 96 | 2040
Multi-Input combinational cell | 96 | 601
Timing Repair Buffer | 105 | 579
Clock buffer | 12 | 165
Tap cell | 77 | 96.3
Clock inverter | 4 | 51.3
tightest hold or removal path: stages:
cell and delay, ns:
buf_2 0.15, buf_12 0.19, nor2b_1 0.06
repair_timing:
item / 4_1_cts / 5_1_grt
resized: 383 / 3
endpoints found under the setup margin: 96 / 75
setup buffers: 3 / 1
how the worst max path moves through the flow:
stage,from,end,slack (ns),cells past startpoint
4_1_cts,clock_num[6],clock_num[6],-0.009,1
5_1_grt,clock_num[79],clock_num[79],-0.02,1
6_report,clock_num[6],clock_num[6],0.01,1
routing by layer:
metal  global-route usage [%]  vias up  routed length [µm]
met1                     22.8      728                2290
met2                     17.1       69                1660
li1                         -      820                   -
met4                     2.93        0                  48
met3                     5.91        7                 623
met5                        0        -                   0
No activity file was given, so power comes from the tool's default toggle rates.
